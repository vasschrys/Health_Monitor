==> design/flow/design.v <==
`timescale 1ns / 1ps
module mux_16bit(input logic [15:0] react, pulse, input logic mode, output logic[15:0] d);
    always_comb
    case(mode)
        1'd0 : d = react; 
        1'd1 : d = pulse; 
        default : d = 16'd0; 
  endcase
endmodule
==> design/flow/run.sh <==
#!/bin/bash
# OpenROAD 26Q1-2900-gdf79404cd8, Yosys 0.63+post, stock flow scripts
make -C /OpenROAD-flow-scripts/flow DESIGN_CONFIG=/design/flow/config.mk WORK_HOME=/design/flow/orfs finish
==> design/flow/config.mk <==
export PLATFORM = sky130hd
export DESIGN_NAME = mux_16bit
export DESIGN_NICKNAME = mux_16bit
export VERILOG_FILES = /design/flow/design.v
export SDC_FILE = /design/flow/constraint.sdc
export NUM_CORES = 4
export LEC_CHECK = 1
export CORE_AREA = 10 10 70 70
export DIE_AREA = 0 0 80 80
==> design/flow/constraint.sdc <==
current_design mux_16bit

set clk_period 1.0
set clk_io_pct 0.2

create_clock -name clk0 -period $clk_period

set non_clock_inputs [all_inputs -no_clocks]
set_input_delay [expr $clk_period * $clk_io_pct] -clock clk0 $non_clock_inputs
set_output_delay [expr $clk_period * $clk_io_pct] -clock clk0 [all_outputs]
==> flow_summary.ini <==
; yosys + openroad results
[global_routing]
grt_max_degree = 9
grt_first_pass_wirelength_mm = 2.19
remaining_global_route_overflow = 0
grt_pass1_vias = 434
grt_usage_pct = 4.20
antenna_found_initial = 0

[synth]
synthesis.instances = 18
synth.avg_cell_area_um2 = 13.8
synth.yosys.warnings = 1
syn-cell-area_um2 = 249
yosys-stat-cells = 18
synthTopCellsByArea = sky130_fd_sc_hd__mux2_4 (60%), sky130_fd_sc_hd__mux2_2 (27%), sky130_fd_sc_hd__buf_12 (8.0%)
synth-area-yosys_um2 = 249
synth.distinct_cells = 4
synth.yosys.seq_area_share_pct = 0
synth_top_cell_by_area = sky130_fd_sc_hd__mux2_4
synth_top_area_share_pct = 60.3

[place]
dp.final_hpwl_mm = 1.22
port_buf_inserts = 49
gp_congestion = 0.828
detailedPlace.worstSlack_ns = -0.854

[drt]
routed-via-count = 359
first_iter_violations = 2
route.antenna.diode_count = 0
via_per_inst = 3.18
route.final.wire_length_mm = 1.43
number_of_iterations_in_the_first_detailed_routing_pass = 2
routedWlPerCell_um = 12.7
detail_route.drc_violations = 0
drtAntennaViolNets = 0

[layout]
final_sequential_cell_count = 0
post_route_cells_drive_above_1_share_pct = 52.2
nClkBuffers = 0
flow.area_growth_from_synthesis_pct = 219
final_core_utilization_pct = 23.3
seq_area_um2 = 0

[floorplanning]
io_pins = 49
core-area_um2 = 3420
die_area_um2 = 6400
std_cell_rows = 21
initCoreUtil_pct = 7.29
die_w_um = 80
floorplan.die.height_um = 80

[setup_path]
critPathCaptureType = output port
worstSetupStartpointType = primary input
cp-endpoint = d[10]
worstPathMaxFanout = 8
worst_ep_arrival_time_ns = 0.86
criticalPathCategory = primary input to output port
worst_path_required_time_ns = 0.80
critical_path_origin = mode

[timing]
max_slew.worst_pin.slew_ns = 0.0727
hold_viol = 0
maxClockFrequency_mhz = 944
grt_setup_unrepaired = yes
max-slew-margin-rel_pct = 95.2
final-setup-viol-count = 16
timing.final.ws_setup_ns = -0.0589
finalClockPeriodUsage_pct = 106
hold_slack_ns = 0.796
timing.final.max_slew_violations = 0
finalCriticalPeriod_ns = 1.06

[job]
max_cap_viol_count = 0
warnings = 34

[clocking]
cts_setup_buffers = 0

[power_and_ir_drop]
power.net_switching_w = 0.0000651
power.internal_w = 0.000233
leakage_nw = 0.417
power.clock.fraction_pct = 0
power_per_cell_area_nw_per_um2 = 376
sequentialPowerShare_pct = 0
max_ir_drop_vdd_uv = 111
switching_share_pct = 21.8
combPwrFrac_pct = 100.0

[status]
outcome = finished, violations left
violated_checks = negative setup slack

[hold_path]
min_path_type = primary input to output port
-- placed cells by master (no fill, tap or decap), drive strengths merged --
| cell | n |
|---|---|
| dlygate4sd2 | 32 |
| mux2 | 16 |
| buf | 19 |
-- per-layer routing --
| metal | global-route usage (%) | vias up | part of all wire, % |
|---|---|---|---|
| met1 | 4.88 | 143 | 45 |
| met5 | 0 | - | 0 |
| met2 | 5.38 | 49 | 26 |
| met3 | 4.66 | 0 | 29 |
| li1 | - | 167 | - |
| met4 | 0 | 0 | 0 |
-- critical path: stages --
cell	delay, ns
sky130_fd_sc_hd__buf_12	0.11
sky130_fd_sc_hd__buf_16	0.14
sky130_fd_sc_hd__mux2_4	0.30
sky130_fd_sc_hd__buf_6	0.11
-- stage by stage --
step                      cell area [µm²]  std cells  power [W]  setup TNS, ns
after floorplan                       249         18  0.0000893              0
after global placement                786        112   0.000317         -13.08
after detailed placement              786        112   0.000317         -13.22
after CTS                             744        113   0.000272         -0.901
after global routing                  795        113   0.000322          -1.10
final                                 795        113   0.000298         -0.831
-- kinds of logic after synthesis --
family	count (synthesis)	share of synthesized area [%]
multiplexers	16	87.4
buffers and inverters	2	12.6
-- cell usage after synthesis --
master / number
sky130_fd_sc_hd__mux2_4: 10
sky130_fd_sc_hd__mux2_2: 6
sky130_fd_sc_hd__buf_12: 1
sky130_fd_sc_hd__buf_6: 1
-- cell type report --
| cell class | instances | area (µm²) |
|---|---|---|
| timing repair buffer | 51 | 497 |
| fill | 388 | 2620 |
| multi-input combinational | 16 | 240 |
| tap | 46 | 57.6 |
-- power groups by stage --
stage / sequential (W) / clock [W] / combinational, W
CTS: 0 / 0 / 0.000272
finish: 0 / 0 / 0.000298
global route: 0 / 0 / 0.000322
-- worst min-delay path by stage --
stage	start	endpoint	cells after the start
4_1_cts	react[7]	d[7]	3
6_report	react[7]	d[7]	3
5_1_grt	pulse[14]	d[14]	3
-- repair_timing --
item                                    in CTS  in global routing
endpoints found under the setup margin      16                 16
hold buffers                                 0                  0
cloned                                       1                  0
gates resized                               99                  8
Power is estimated from default activity; no workload was simulated.
