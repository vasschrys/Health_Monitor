==> flow/design.v <==
`timescale 1ns / 1ps
module random_wait(input logic clk, rst, start_wait, output logic wait_done);
logic[2:0] random_num, random_saved;
logic[3:0]  adder_rand;
logic[13:0] wait_cycles, delay_cycles;
always_ff @ (posedge clk)
   if(rst) random_num <= 3'd0;
   else if(start_wait)
         begin
            random_saved <= random_num;
            delay_cycles <= 14'd0;
         end
   else
         begin 
            random_num <= random_num + 1;
            delay_cycles <= delay_cycles + 1;
          end
always_comb
      begin
         adder_rand = random_saved + 3'd1;   
         wait_cycles = adder_rand << 10;
      end
assign wait_done = (delay_cycles == wait_cycles);
endmodule
==> flow/run.sh <==
#!/bin/bash
# OpenROAD 26Q1-2900-gdf79404cd8, Yosys 0.63+post, stock flow scripts
make -C /OpenROAD-flow-scripts/flow DESIGN_CONFIG=/design/flow/config.mk WORK_HOME=/design/flow/orfs finish
==> flow/config.mk <==
export PLATFORM = sky130hd
export DESIGN_NAME = random_wait
export DESIGN_NICKNAME = random_wait
export VERILOG_FILES = /design/flow/design.v
export SDC_FILE = /design/flow/constraint.sdc
export NUM_CORES = 4
export LEC_CHECK = 1
export CORE_AREA = 10 10 108 108
export DIE_AREA = 0 0 118 118
==> flow/constraint.sdc <==
current_design random_wait

set clk_period 4.0
set clk_io_pct 0.2

create_clock -name clk0 -period $clk_period [get_ports {clk}]

set non_clock_inputs [all_inputs -no_clocks]
set_input_delay [expr $clk_period * $clk_io_pct] -clock clk0 $non_clock_inputs
set_output_delay [expr $clk_period * $clk_io_pct] -clock clk0 [all_outputs]
==> Slide: Implementation Results <==
Run Summary

Synthesis
  – Synthesis warning total: 1
  – Top cell types by occurrence after synthesis: 17 x edfxtp_1, 10 x nor2_1, 7 x a21oi_1
  – Synthesized instance count: 99
  – Most instantiated library cell after synthesis: edfxtp_1
  – Post-Synth AOI/OAI Area: 9.68%
  – Number of storage elements in the synthesis netlist: 20
  – Simple Share, Synth: 21.3%
  – Largest family of logic cells by area: simple AND/OR/NAND/NOR gates
  – Summed standard-cell area reported by yosys: 1090 µm²
  – Largest area contributor in the netlist: edfxtp_1
  – Yosys cell count: 99
  – Leading register cell type out of synthesis: edfxtp_1
  – Yosys top cell area share: 47.0%
  – Top post-synthesis cells by area: edfxtp_1 47%, dfxtp_1 5.5%, ha_1 4.6%
  – Asr flop ratio synth: 0%
  – Fraction of synthesized cell area in xor and xnor cells: 6.45%
  – Post-Synthesis Cell Area: 1090 µm²
  – Unique cell type count in the Yosys netlist: 27
  – Part of the Yosys area used for sequential elements: 52.5%
  – Yosys adder share: 4.61%
  – Mean area per synthesized cell: 11.0 µm²
  – EDFF count, synth: 17
  – Mux contribution to synthesized area: 3.00%

Setup path
  – Arrival time at the worst endpoint: 2410 ps
  – Number of stages on the worst setup path: 5
  – Startpoint kind of the worst setup timing path: flip-flop
  – Worst R2R End: delay_cycles[12]
  – Stage delay of the slowest cell on the critical path: 530 ps
  – CP Max Fanout: 3
  – Data required time at the worst endpoint: 3200 ps
  – Depth of the worst register-to-register path: 4
  – Category of the most critical setup path: reg -> out
  – Bufs and invs on worst path: 1
  – Worst flop-to-flop path startpoint: delay_cycles[0]
  – End of the critical path: wait_done
  – Start point of the critical path: random_saved[0]
  – Crit-path leading delay family: buffers and inverters
  – Cell breakdown of the critical path: ha_1 > xor2_1 > or4_1 > a2111oi_2 > clkdlybuf4s50_1
  – Kind of capture point of the worst setup path: output port
  – Cell with the largest stage delay on the worst path: clkdlybuf4s50_1
  – Setup slack of the most critical reg-to-reg path: 2180 ps

STA
  – Setup violators final: 0
  – Total negative slack: 0 ps
  – Final count of pins violating max slew: 0
  – Highest clock rate: 312 MHz
  – Final Hold Vio Count: 0
  – RSZ-0062 raised after global routing: false
  – Headroom to the max-slew limit: 49.6%
  – Clock period minus worst slack: 3210 ps
  – Worst Tran Pin Value: 754 ps
  – Setup clock skew after layout: 1.91 ps
  – Minimum hold slack: 454 ps
  – Fin crit share: 80.2%

Final layout
  – Sequential cell area: 571 µm²
  – Synth-to-layout area growth: 23.5%
  – Fraction of final layout cells with drive strength greater than 1: 10.6%
  – Total area of multi-input combinational cells: 489 µm²
  – Total of fill cells in the finished design: 1072

Placement
  – Gp weighted congestion: 0.816
  – PortBufs: 3
  – Placed wire-length estimate after detailed placement: 1340 µm

Floorplanning
  – Effective utilization at floorplan: 11.7%
  – Number of cell rows: 35
  – Die footprint: 13900 µm²
  – Core Region: 9280 µm²
  – Die outline height: 118 µm
  – Die width: 118 µm
  – Number of top-level design ports: 4

Power
  – Power density over cell area: 371 nW/µm²
  – Static leakage: 0.408 nW
  – Maximum vdd drop: 0.171 mV

Routing
  – Number of DRC violations after detailed routing: 0
  – Diodes inserted: 0
  – Number of vias per cell after detailed routing: 3.26
  – Count of routing violations after the opening detailed-route iteration: 28
  – Final ANT Viol Nets: 0
  – Detailed Routing Iterations Pass 1: 4
  – Vias after detailed routing: 760
  – WL final: 1940 µm
  – Routed length per placed instance: 8.30 µm

Outcome
  – Status: complete, no violations

Worst hold path
  – Class of the tightest hold or removal check: reg -> reg

Clock tree
  – H-tree levels: 1
  – Buffer depth of the longest clock path: 2
  – Clock tree from TritonCTS: built
  – Post-CTS repair timing setup buffer count: 0
  – CTS root buffer: clkbuf_8
  – CTS Buf Count: 3
  – Resize count post-CTS: 0
  – Clock latency at the later pin of the worst-skew pair: 260 ps
  – Clock transition at path regs: 70 ps
  – Post-cts hold buffer count: 0
  – Clock tree sinks: 20

GRT
  – Largest net degree at the start of global routing: 21
  – Combined global-route utilization of all metal layers: 2.72%
  – Total overflow reported by the global router: 0
  – Number of antenna violations at the first check in global routing: 0
  – First-pass GRT wire length: 3310 µm
  – Vias in the first global route: 722

Run
  – Tool warnings: 26
  – Total of max-cap violations: 0
[routing by layer]
layer  track usage (%)  vias to the layer above  share of wire [%]
met4             0.541                        0                2.3
met2              3.71                       16                 41
met3             0.826                        2                5.6
li1                  -                      381                  -
met1              4.12                      361                 51
met5                 0                        -                  0
[cell type report]
cell class,instances,area share (%)
Tap cell,129,12.0
Timing Repair Buffer,3,2.24
Clock inverter,1,2.24
Sequential cell,20,42.5
Inverter,5,1.40
Clock buffer,3,3.08
Multi-Input combinational cell,72,36.5
[kinds of logic after synthesis]
| family | Yosys count |
|---|---|
| xor+xnor | 8 |
| simple gates | 41 |
| compound gates | 16 |
| flops | 20 |
| fa+ha+maj | 4 |
| buf+inv | 7 |
| mux | 3 |
[report_power, final]
| group | internal [mW] | leakage (nW) | switching (mW) | total [mW] |
|---|---|---|---|---|
| Clock | 0.133 | 0.0357 | 0.0686 | 0.202 |
| Combinational | 0.0180 | 0.176 | 0.0219 | 0.0398 |
| Sequential | 0.242 | 0.197 | 0.0148 | 0.256 |
[through the flow]
stage | total power [mW] | setup WS (ps) | utilization [%] | std cells | area (µm²)
floorplan | 0.288 | 1740 | - | 99 | 1090
global placement | 0.299 | 1080 | 13.7 | 229 | 1270
detailed placement | 0.301 | 1040 | 13.7 | 229 | 1270
CTS | 0.504 | 757 | 14.4 | 233 | 1340
global route | 0.520 | 649 | 14.4 | 233 | 1340
finish | 0.498 | 794 | 14.4 | 233 | 1340
[flip-flops by register name (all words and copies together) (netlist names)]
register	flops
delay_cycles	14
random_saved	3
random_num	3
[how the worst min path moves through the flow]
stage         cells after the start              end          start  slack, ps
CTS                               0  random_saved[2]  random_num[2]        460
global route                      0  random_saved[2]  random_num[2]        480
finish                            0  random_saved[2]  random_num[2]        450
[placed cells by master (no fill, tap or decap), types with 2 or more instances in the layout]
cell type,instances
ha_1,4
xnor2_1,4
clkbuf_8,3
xor2_1,4
nor2_1,10
nand2_1,5
nand3_1,4
inv_1,5
or4_1,5
nand3b_1,2
or3_2,2
dfxtp_1,3
a21oi_1,7
o31ai_1,4
nor4_1,3
nand4_1,2
o21ai_0,3
mux2_2,2
clkdlybuf4s50_1,3
nor2b_1,5
edfxtp_1,17
Power and IR drop assume default switching activity.
