## /design/flow/run.sh

```bash
#!/bin/bash
# OpenROAD 26Q1-2900-gdf79404cd8, Yosys 0.63+post, stock flow scripts
make -C /OpenROAD-flow-scripts/flow DESIGN_CONFIG=/design/flow/config.mk WORK_HOME=/design/flow/orfs finish
```

## /design/flow/config.mk

```make
export PLATFORM = sky130hd
export DESIGN_NAME = clkdiv
export DESIGN_NICKNAME = clkdiv
export VERILOG_FILES = /design/flow/design.v
export SDC_FILE = /design/flow/constraint.sdc
export NUM_CORES = 4
export LEC_CHECK = 1
export CORE_AREA = 10 10 112 112
export DIE_AREA = 0 0 122 122
```

## /design/flow/constraint.sdc

```tcl
current_design clkdiv

set clk_period 5.1
set clk_io_pct 0.2

create_clock -name clk0 -period $clk_period [get_ports {clk}]

set non_clock_inputs [all_inputs -no_clocks]
set_input_delay [expr $clk_period * $clk_io_pct] -clock clk0 $non_clock_inputs
set_output_delay [expr $clk_period * $clk_io_pct] -clock clk0 [all_outputs]
```

## /design/flow/design.v

```verilog
module clkdiv(input logic clk, input logic reset, output logic sclk);
   parameter DIVFREQ = 100;   
   parameter DIVBITS = 26;    
   parameter CLKFREQ = 100_000_000;
   parameter DIVAMT = (CLKFREQ / DIVFREQ) / 2;
   logic [DIVBITS-1:0] q;
   always_ff @(posedge clk)
     if (reset) begin
	    q <= 0;
	    sclk <= 0;
     end
     else if (q == DIVAMT-1) begin
	    q <= 0;
	    sclk <= ~sclk;
     end
     else q <= q + 1;
endmodule  
```

==> impl_metrics.toml <==
# yosys + openroad results
[power]
ir_drop_mv = 0.117
cellLeakagePower_nw = 0.374
total_power_mw = 0.342
powerDensity_mw_per_mm2 = 233

[placed_design]
place_congestion = 0.837
portBuffers = 2
dp_hpwl_mm = 1.68

[final_timing]
finClkSkew_ns = 0.00340
timing.slew.headroom_pct = 63.3
hold_viol = 0
layout_min_cycle_time_ns = 2.25
finalSetupTns_ns = 0
rsz0062_at_grt = "no"
max_freq_mhz = 444
drv_slew = 0
tightest_slew_ns = 0.545
setup_viol = 0
finalCritPeriodShare_pct = 44.2

[setup_path]
cp_data_required_time_ns = 5.30
crit_path_end_kind = "register"
critPathLaunchType = "register"
path_class = "register to register"
crit_arrival_ns = 2.46
worstPathMaxFanout = 10

[clock_network]
cts_resized = 0
post-cts-setup-buffers = 0
clock-sinks = 27
h-tree-depth = 1
clk_latency_ns = 0.27
clockRootBuffer = "clkbuf_8"
clk_path_buf_depth = 2
numCtsBuffers = 3
cts_tree = "yes"
clk_pin_slew_worst_paths_ns = 0.08
cts_hold_repair.buffers = 0

[detailed_routing]
avgRoutedWirePerCell_um = 8.30
drc = 0
antenna_left = 0
vias_per_cell = 3.62
drtIter0Drc = 48
diodes = 0
vias = 1040
wl_mm = 2.38
drt-pass1-iter-count = 4

[yosys]
synth-cells-yosys = 151
synth_cells = 151
synth_area_mm2 = 0.00125
avgSynthCellArea_um2 = 8.31
ys_seq_share_pct = 43.1
ys_types = 24
yosys_warnings = 1
synth-seq-cells = 27
ys_chip_area_mm2 = 0.00125

[die]
fp-utilization_pct = 12.3
die_y_um = 122
die_area_mm2 = 0.0149
io_pins = 3
coreArea_mm2 = 0.0102
rows = 37
die_x_um = 122

[min_path]
hold_path_class = "register to register"

[grt]
grtUsageTotal_pct = 3.28
grt_max_degree = 27
grt_pass1_vias = 911
grt_pass1_wl_mm = 4.11
overflow = 0
antenna_found_initial = 0

[run]
warning_count = 25
cap_violations = 0

[layout]
synthToLayoutAreaGrowth_pct = 16.9
layout-drive-gt1-share_pct = 4.64

[status]
status = "finished clean"
Yosys cell counts:
master     n  area [um2]
and4_2     1        10.0
nand2_1    9        33.8
nor3_1     3        15.0
xor2_1     3        26.3
dfxtp_1   27         541
nor2_1    18        67.6
or3_1      8        50.1
clkbuf_1   4        15.0
nand4_2    1        12.5
a31o_2     1        8.76
nor4b_1    2        17.5
a21oi_1   12        60.1
inv_1      4        15.0
nor4_1     5        31.3
ha_1       1        12.5
buf_2      3        15.0
nand4_1    8        50.1
o31ai_1    4        30.0
o21ai_0    7        35.0
o21bai_1   1        7.51
nand3_1   12        60.1
or4_1      6        45.0
and4_1     1        8.76
xnor2_1   10        87.6
kinds of logic (layout without fill, tap and decap cells):
family | after synthesis | count (layout) | synth area share [%]
compound gates | 25 | 25 | 11.3
xor+xnor | 13 | 13 | 9.07
fa+ha+maj | 1 | 1 | 0.997
buf+inv | 11 | 11 | 3.59
flops | 27 | 27 | 43.1
simple gates | 74 | 74 | 32.0
per-layer routing:
| metal | up-vias | wire length, um | part of all wire [%] | track usage [%] |
|---|---|---|---|---|
| met2 | 16 | 985 | 41 | 4.85 |
| met3 | 2 | 145 | 6.1 | 1.36 |
| met1 | 471 | 1230 | 52 | 4.56 |
| li1 | 551 | - | - | - |
| met4 | 0 | 17 | 0.71 | 0.298 |
| met5 | - | 0 | 0 | 0 |
cell usage in the layout, fill, tap and decap left out:
cell type,netlist,layout
dfxtp_1,27,27
nor2_1,18,18
nand3_1,12,12
a21oi_1,12,12
xnor2_1,10,10
nand2_1,9,9
nand4_1,8,8
or3_1,8,8
o21ai_0,7,7
or4_1,6,6
nor4_1,5,5
inv_1,4,4
o31ai_1,4,4
nor3_1,3,3
xor2_1,3,3
clkbuf_8,0,3
nor4b_1,2,2
clkdlybuf4s50_1,0,2
and4_2,1,1
and4_1,1,1
o21bai_1,1,1
nand4_2,1,1
a31o_2,1,1
ha_1,1,1
clkbuf_1,4,1
buf_4,0,1
power by group:
group / total, mW / switching, mW / internal (mW)
registers: 0.215 / 0.00252 / 0.213
logic: 0.00885 / 0.00551 / 0.00335
clock network: 0.118 / 0.0619 / 0.0559
state kept, by name (all words and copies together) (netlist names):
signal and cells:
q 26, sclk 1
metrics by stage:
stage               instances  hold slack (ns)  instance area (um2)  util [%]  worst slack, ns
floorplan                 151            0.439                 1250         -             3.03
global placement          283            0.456                 1420      13.9             2.92
detailed placement        283            0.478                 1420      13.9             2.86
CTS                       287            0.499                 1470      14.3             2.85
global route              287            0.510                 1470      14.3             2.74
finish                    287            0.490                 1470      14.3             2.85
worst paths after layout:
check	startpoint	end	slack (ns)	cells past startpoint
worst max-delay path	q[0]	q[20]	2.85	5
worst min-delay path	q[0]	q[0]	0.49	1
worst max register to register	q[0]	q[20]	2.85	5
worst min register to register	q[0]	q[0]	0.49	1
cell type report:
class,instances,area (um2)
clock buffers,4,45.0
fillers,1133,8760
repair buffers,3,27.5
multi-input cells,113,669
flip-flops and latches,27,541
well taps,136,170
inverters,4,15.0
worst max-delay path, cell delays in order (launching register included):
cell and delay (ns):
dfxtp_1 0.40, ha_1 0.26, nand4_2 0.17, or4_1 0.70, or4_1 0.51, a21oi_1 0.15
Power figures rest on the tool's default switching activity, not on a simulated workload.
